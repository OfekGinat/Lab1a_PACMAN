<file path="design/flow/config.mk">
export PLATFORM = sky130hd
export DESIGN_NAME = NumbersBitMap
export DESIGN_NICKNAME = NumbersBitMap
export VERILOG_FILES = /design/flow/design.v
export SDC_FILE = /design/flow/constraint.sdc
export NUM_CORES = 4
export LEC_CHECK = 1
export CORE_UTILIZATION = 50
</file>
<file path="design/flow/constraint.sdc">
current_design NumbersBitMap

set clk_period 1.0
set clk_io_pct 0.2

create_clock -name clk0 -period $clk_period [get_ports {clk}]

set non_clock_inputs [all_inputs -no_clocks]
set_input_delay [expr $clk_period * $clk_io_pct] -clock clk0 $non_clock_inputs
set_output_delay [expr $clk_period * $clk_io_pct] -clock clk0 [all_outputs]
</file>
<file path="design/flow/design.v">
module NumbersBitMap	(	
					input		logic	clk,
					input		logic	resetN,
					input 	logic	[10:0] offsetX, 
					input 	logic	[10:0] offsetY,
					input		logic	InsideRectangle,  
					input 	logic	[3:0] digit,  
					output	logic				drawingRequest,  
					output	logic	[7:0]		RGBout
);
parameter  logic	[7:0] digit_color = 8'hff ;  
bit [0:15] [0:31] [0:15] number_bitmap  = {
{16'b	0000001111100000,
16'b	0000111111111000,
16'b	0000111111111000,
16'b	0001111111111100,
16'b	0011111001111100,
16'b	0011100000111110,
16'b	0111100000011110,
16'b	0111100000011110,
16'b	1111100000011111,
16'b	1111000000001111,
16'b	1111000000001111,
16'b	1111000000001111,
16'b	1111000000001111,
16'b	1111000000001111,
16'b	1111000000001111,
16'b	1111000000001111,
16'b	1111000000001111,
16'b	1111000000001111,
16'b	1111000000001111,
16'b	1111000000001111,
16'b	1111000000001111,
16'b	1111000000001111,
16'b	1111000000001111,
16'b	1111000000011110,
16'b	1111100000011110,
16'b	0111110000111110,
16'b	0111110000111100,
16'b	0011111001111100,
16'b	0011111111111000,
16'b	0001111111111000,
16'b	0000111111110000,
16'b	0000011111000000},
{16'b	0000000011100000,
16'b	0000000111100000,
16'b	0000011111100000,
16'b	0000111111100000,
16'b	0001111111100000,
16'b	0011111111100000,
16'b	0111111011100000,
16'b	0111100011100000,
16'b	0111000011100000,
16'b	0010000011100000,
16'b	0000000011100000,
16'b	0000000011100000,
16'b	0000000011100000,
16'b	0000000011100000,
16'b	0000000011100000,
16'b	0000000011100000,
16'b	0000000011100000,
16'b	0000000011100000,
16'b	0000000011100000,
16'b	0000000011100000,
16'b	0000000011100000,
16'b	0000000011100000,
16'b	0000000011100000,
16'b	0000000011100000,
16'b	0000000011100000,
16'b	0000000011100000,
16'b	0000000011100000,
16'b	0000000011100000,
16'b	0111111111111111,
16'b	0111111111111111,
16'b	0111111111111111,
16'b	0111111111111111},
{16'b	0000111111100000,
16'b	0001111111110000,
16'b	0111111111111000,
16'b	1111111111111000,
16'b	1111110011111100,
16'b	1111000011111100,
16'b	1110000001111110,
16'b	0000000000111110,
16'b	0000000000111110,
16'b	0000000000111110,
16'b	0000000000111100,
16'b	0000000001111100,
16'b	0000000001111100,
16'b	0000000001111000,
16'b	0000000011111000,
16'b	0000000011111000,
16'b	0000000011111000,
16'b	0000000011110000,
16'b	0000000011100000,
16'b	0000000111000000,
16'b	0000001111000000,
16'b	0000011110000000,
16'b	0000111100000000,
16'b	0001111100000000,
16'b	0001111100000000,
16'b	0011111000000000,
16'b	0111110000000001,
16'b	1111100000000011,
16'b	1111111111111111,
16'b	1111111111111111,
16'b	1111111111111111,
16'b	1111111111111111},
{16'b	0000111111100000,
16'b	0001111111111000,
16'b	0111111111111000,
16'b	1111111111111000,
16'b	1111110011111100,
16'b	1111000001111100,
16'b	1110000001111100,
16'b	0000000000111110,
16'b	0000000000111100,
16'b	0000000000111100,
16'b	0000000000111100,
16'b	0000000001111100,
16'b	0000000011111000,
16'b	0000000011111000,
16'b	0001111111110000,
16'b	0001111111000000,
16'b	0001111111111000,
16'b	0001111111111000,
16'b	0000000011111100,
16'b	0000000001111110,
16'b	0000000000111111,
16'b	0000000000011111,
16'b	0000000000011111,
16'b	0000000000011111,
16'b	0000000000011111,
16'b	0000000000111111,
16'b	1110000001111110,
16'b	1111100011111110,
16'b	1111111111111100,
16'b	1111111111111000,
16'b	0111111111111000,
16'b	0001111111000000},
{16'b	0000000011111000,
16'b	0000000011111000,
16'b	0000000011111000,
16'b	0000000011111000,
16'b	0000000111111000,
16'b	0000001111111000,
16'b	0000001101111000,
16'b	0000011101111000,
16'b	0000011101111000,
16'b	0000111101111000,
16'b	0001111101111000,
16'b	0001111101111000,
16'b	0001111001111000,
16'b	0011111001111000,
16'b	0011110001111000,
16'b	0111100001111000,
16'b	0111100001111000,
16'b	1111000001111000,
16'b	1110000001111000,
16'b	1110000001111000,
16'b	1110000001111000,
16'b	1111111111111111,
16'b	1111111111111111,
16'b	1111111111111111,
16'b	0000000001111000,
16'b	0000000001111000,
16'b	0000000001111000,
16'b	0000000001111000,
16'b	0000000001111000,
16'b	0000000001111000,
16'b	0000000001111000,
16'b	0000000011111100},
{16'b	0111111111111111,
16'b	0111111111111111,
16'b	0111111111111110,
16'b	0111111111111100,
16'b	0111100000000000,
16'b	0111100000000000,
16'b	0111100000000000,
16'b	0111100000000000,
16'b	0111100000000000,
16'b	0111100000000000,
16'b	0111100000000000,
16'b	0111111111100000,
16'b	0111111111111000,
16'b	0111111111111000,
16'b	0111111111111100,
16'b	0010000011111110,
16'b	0000000001111110,
16'b	0000000000111111,
16'b	0000000000011111,
16'b	0000000000011111,
16'b	0000000000001111,
16'b	0000000000001111,
16'b	0000000000001111,
16'b	0000000000011111,
16'b	0000000000011111,
16'b	1000000000111110,
16'b	1100000001111110,
16'b	1111100011111100,
16'b	1111111111111000,
16'b	1111111111111000,
16'b	1111111111110000,
16'b	0001111111000000},
{16'b	0000000111111100,
16'b	0000011111111110,
16'b	0000111111111110,
16'b	0001111111111111,
16'b	0001111100001111,
16'b	0011111100000001,
16'b	0011111000000000,
16'b	0111110000000000,
16'b	0111100000000000,
16'b	1111100000000000,
16'b	1111000000000000,
16'b	1111000000000000,
16'b	1111000000000000,
16'b	1111001111111000,
16'b	1111111111111100,
16'b	1111111111111110,
16'b	1111111111111111,
16'b	1111111101111111,
16'b	1111100000011111,
16'b	1111000000001111,
16'b	1111000000000111,
16'b	1111000000000111,
16'b	1111000000000111,
16'b	1111000000000111,
16'b	1111100000001111,
16'b	1111100000001111,
16'b	0111110000011111,
16'b	0111111101111110,
16'b	0011111111111110,
16'b	0001111111111100,
16'b	0001111111111000,
16'b	0000011111100000},
{16'b	1111111111111111,
16'b	1111111111111111,
16'b	1111111111111111,
16'b	1111111111111111,
16'b	1100000000001111,
16'b	1000000000011111,
16'b	0000000000011111,
16'b	0000000000011110,
16'b	0000000000111110,
16'b	0000000000111100,
16'b	0000000001111100,
16'b	0000000001111000,
16'b	0000000011111000,
16'b	0000000011111000,
16'b	0000000011111000,
16'b	0000000011111000,
16'b	0000000011110000,
16'b	0000000011110000,
16'b	0000000011100000,
16'b	0000000011100000,
16'b	0000000111100000,
16'b	0000000111100000,
16'b	0000001111000000,
16'b	0000001111000000,
16'b	0000011110000000,
16'b	0000011110000000,
16'b	0000111110000000,
16'b	0000111100000000,
16'b	0000111100000000,
16'b	0001111100000000,
16'b	0001111100000000,
16'b	0001111100000000},
{16'b	0000111111110000,
16'b	0001111111111000,
16'b	0011111111111100,
16'b	0111111111111110,
16'b	0111111011111110,
16'b	1111100000111111,
16'b	1111100000011111,
16'b	1111000000001111,
16'b	1111000000001111,
16'b	1111000000001111,
16'b	1111100000011110,
16'b	0111110000111110,
16'b	0111111001111100,
16'b	0011111111111000,
16'b	0001111111111000,
16'b	0000111111100000,
16'b	0000111111110000,
16'b	0001111111111000,
16'b	0011111111111100,
16'b	0111111001111110,
16'b	1111100000111111,
16'b	1111000000001111,
16'b	1110000000001111,
16'b	1110000000000111,
16'b	1110000000000111,
16'b	1111000000001111,
16'b	1111100000011111,
16'b	1111111001111111,
16'b	1111111111111110,
16'b	0111111111111110,
16'b	0011111111111000,
16'b	0001111111110000},
{16'b	0000111111100000,
16'b	0001111111111000,
16'b	0011111111111000,
16'b	0111111111111100,
16'b	1111111011111100,
16'b	1111100000111110,
16'b	1111000000011110,
16'b	1111000000011111,
16'b	1110000000001111,
16'b	1110000000001111,
16'b	1110000000001111,
16'b	1110000000001111,
16'b	1111000000001111,
16'b	1111100000011111,
16'b	1111111011111111,
16'b	1111111111111111,
16'b	0111111111111111,
16'b	0011111111111111,
16'b	0001111111001111,
16'b	0000000000001111,
16'b	0000000000001111,
16'b	0000000000001111,
16'b	0000000000011110,
16'b	0000000000011110,
16'b	0000000000111110,
16'b	0000000001111100,
16'b	1000000011111100,
16'b	1111000011111000,
16'b	1111111111111000,
16'b	1111111111110000,
16'b	1111111111100000,
16'b	0011111100000000},
{16'b	0000011111100000,
16'b	0000011111100000,
16'b	0000011111100000,
16'b	0000011111100000,
16'b	0000111111110000,
16'b	0000110000111000,
16'b	0000110000111000,
16'b	0000110000111000,
16'b	0001110000111100,
16'b	0001100000011100,
16'b	0011100000011100,
16'b	0011000000001100,
16'b	0111000000001110,
16'b	0111000000001110,
16'b	0111000000001110,
16'b	0111000000001110,
16'b	0111000000001110,
16'b	0111000000001110,
16'b	0111000000001110,
16'b	1111111111111111,
16'b	1111111111111111,
16'b	1111111111111111,
16'b	1110000000000111,
16'b	1110000000000111,
16'b	1110000000000111,
16'b	1110000000000111,
16'b	1110000000000111,
16'b	1110000000000111,
16'b	1110000000000111,
16'b	1110000000000111,
16'b	1110000000000111,
16'b	1111000000001111},
{16'b	1111111111110000,
16'b	1111111111111000,
16'b	1111111111111100,
16'b	1111111111111110,
16'b	0111000011111110,
16'b	0111000000111111,
16'b	0111000000011111,
16'b	0111000000001111,
16'b	0111000000001111,
16'b	0111000000001111,
16'b	0111000000011110,
16'b	0111000000111110,
16'b	0111000001111100,
16'b	0111111111111000,
16'b	0111111111111000,
16'b	0111111111100000,
16'b	0111111111110000,
16'b	0111111111111000,
16'b	0111111111111100,
16'b	0111000001111110,
16'b	0111000000111111,
16'b	0111000000001111,
16'b	0111000000001111,
16'b	0111000000000111,
16'b	0111000000000111,
16'b	0111000000001111,
16'b	0111000000011111,
16'b	0111000001111111,
16'b	1111111111111110,
16'b	1111111111111110,
16'b	1111111111111000,
16'b	1111111111110000},
{16'b	0000001111111000,
16'b	0000111111111100,
16'b	0000111111111110,
16'b	0001111111111111,
16'b	0011111001000011,
16'b	0011100000000001,
16'b	0111100000000000,
16'b	0111100000000000,
16'b	1111100000000000,
16'b	1111000000000000,
16'b	1111000000000000,
16'b	1111000000000000,
16'b	1111000000000000,
16'b	1111000000000000,
16'b	1111000000000000,
16'b	1111000000000000,
16'b	1111000000000000,
16'b	1111000000000000,
16'b	1111000000000000,
16'b	1111000000000000,
16'b	1111000000000000,
16'b	1111000000000000,
16'b	1111000000000000,
16'b	1111000000000000,
16'b	1111100000000000,
16'b	0111110000000000,
16'b	0111110000000001,
16'b	0011111001000011,
16'b	0011111111111111,
16'b	0001111111111110,
16'b	0000111111111100,
16'b	0000011111111000},
{16'b	1111111111100000,
16'b	1111111111111000,
16'b	1111111111111000,
16'b	1111111111111100,
16'b	0111000001111100,
16'b	0111000000111110,
16'b	0111000000011110,
16'b	0111000000011110,
16'b	0111000000011111,
16'b	0111000000001111,
16'b	0111000000001111,
16'b	0111000000001111,
16'b	0111000000001111,
16'b	0111000000001111,
16'b	0111000000001111,
16'b	0111000000001111,
16'b	0111000000001111,
16'b	0111000000001111,
16'b	0111000000001111,
16'b	0111000000001111,
16'b	0111000000001111,
16'b	0111000000001111,
16'b	0111000000001111,
16'b	0111000000011110,
16'b	0111000000011110,
16'b	0111000000111110,
16'b	0111000000111100,
16'b	0111000001111100,
16'b	1111111111111000,
16'b	1111111111111000,
16'b	1111111111110000,
16'b	1111111111000000},
{16'b	1111111111111111,
16'b	1111111111111111,
16'b	1111111111111111,
16'b	1111111111111111,
16'b	1111000000000011,
16'b	1111000000000000,
16'b	1111000000000000,
16'b	1111000000000000,
16'b	1111000000000000,
16'b	1111000000000000,
16'b	1111000000000000,
16'b	1111000000000000,
16'b	1111000000000000,
16'b	1111000000000001,
16'b	1111111111111111,
16'b	1111111111111111,
16'b	1111111111111111,
16'b	1111111111111111,
16'b	1111000000000001,
16'b	1111000000000000,
16'b	1111000000000000,
16'b	1111000000000000,
16'b	1111000000000000,
16'b	1111000000000000,
16'b	1111000000000000,
16'b	1111000000000000,
16'b	1111000000000000,
16'b	1111000001000011,
16'b	1111111111111111,
16'b	1111111111111111,
16'b	1111111111111111,
16'b	1111111111111111},
{16'b	1111111111111111,
16'b	1111111111111111,
16'b	1111111111111111,
16'b	1111111111111111,
16'b	1111000000000011,
16'b	1111000000000000,
16'b	1111000000000000,
16'b	1111000000000000,
16'b	1111000000000000,
16'b	1111000000000000,
16'b	1111000000000000,
16'b	1111000000000000,
16'b	1111000000000000,
16'b	1111000000000001,
16'b	1111111111111111,
16'b	1111111111111111,
16'b	1111111111111111,
16'b	1111111111111111,
16'b	1111000000000001,
16'b	1111000000000000,
16'b	1111000000000000,
16'b	1111000000000000,
16'b	1111000000000000,
16'b	1111000000000000,
16'b	1111000000000000,
16'b	1111000000000000,
16'b	1111000000000000,
16'b	1111000000000000,
16'b	1111000000000000,
16'b	1111000000000000,
16'b	1111000000000000,
16'b	1111000000000000}
} ; 
always_ff@(posedge clk or negedge resetN)
begin
	if(!resetN) begin
		drawingRequest <=	1'b0;
	end
	else begin
		drawingRequest <=	1'b0;
		if (InsideRectangle == 1'b1 )
	      drawingRequest <= (number_bitmap[digit][offsetY>>1][offsetX>>1]);  
	end 
end
assign RGBout = digit_color ;  
endmodule
</file>
<file path="design/flow/run.sh">
#!/bin/bash
# OpenROAD 26Q1-2900-gdf79404cd8, Yosys 0.63+post, stock flow scripts
make -C /OpenROAD-flow-scripts/flow DESIGN_CONFIG=/design/flow/config.mk WORK_HOME=/design/flow/orfs finish
</file>
==> results.py <==
# Metrics from the implementation run
metrics = {
    "floorplan": {
        "dieArea_um2": 10170,
        "die_h_um": 100.9,
        "core_um2": 9371,
        "io_pins": 38,
        "die_x_um": 100.9,
        "initial_utilization": 0.5214,
        "num_rows": 35,
    },
    "sta": {
        "setup_ws_ns": -3.239,
        "max_freq_ghz": 0.2359,
        "min_period_over_period": 4.239,
        "setup_viol": 1,
        "period_needed_ns": 4.239,
        "rsz0062_at_grt": "yes",
        "hold_viol": 0,
        "relSlewSlack": 0.3510,
        "tightest_slew_ns": 0.9633,
        "maxSlewViolCount": 0,
    },
    "route": {
        "route.detailed.drc": 0,
        "wl_per_cell_um": 24.04,
        "vias": 8426,
        "routed_wl_mm": 27.79,
        "drtAntennaViolNets": 0,
        "drtIter0Drc": 1476,
        "drtPass1Iterations": 28,
        "vias_per_cell": 7.289,
    },
    "cells_and_area": {
        "regMostFlops": "drawingRequest",
        "area.growth.synth_to_final_pct": 50.40,
        "largest_reg_flops": 1,
        "post-route-util": 0.7841,
        "layout-drive-gt1-share": 0.3226,
        "reg.largest.list": "drawingRequest x1",
    },
    "worst_setup_path": {
        "crit_path_start_kind": "input pin",
        "cp-end-kind": "flip-flop",
        "crit_start": "offsetY[7]",
        "worstSetupPathType": "in2reg",
        "cp.required_ns": 0.87,
        "crit_arrival_ns": 4.11,
        "path_max_fanout": 8,
    },
    "outcome": {
        "status": "finished with violations",
        "violations": "setup timing",
    },
    "synthesis": {
        "async_flop_share": 1.000,
        "ys_chip_area_um2": 4886,
        "syn_inst": 814,
        "syn-cell-area_um2": 4886,
        "yosysCellCount": 814,
        "synth.avg_cell_area_um2": 6.002,
        "ys_seq_share": 0.005122,
        "yosysUniqueCellTypes": 75,
        "yosysWarnings": 1,
        "edf_count": 0,
        "ys.flop_type": "dfrtp_1",
        "ys_ff": 1,
    },
    "pwr": {
        "finalPower_w": 0.01004,
        "power_per_cell_area_nw_per_um2": 1366,
        "p_leak_nw": 3.077,
        "peakVddDrop_mv": 0.7034,
    },
    "placed_design": {
        "gp_congestion": 1.319,
        "port-buffer-count": 27,
        "hpwl_mm": 20.02,
        "place_ws_ns": -3.476,
    },
    "global_routing": {
        "grt_pass1_wl_mm": 42.33,
        "grt_max_degree": 32,
        "antenna_found_initial": 1,
        "grt_pass1_vias": 7796,
        "grt_usage": 0.5580,
        "grt_overflow": 0,
    },
    "cts": {
        "clkTransAtPathRegs_ns": 0,
        "hold_buffers": 0,
    },
    "run": {
        "tool_warnings": 33,
        "max_cap_viol_count": 0,
    },
    "hold_path": {
        "min_path_type": "in2async",
    },
}
-- final timing paths --
check,endpoint,slack (ns),cells past startpoint
max,drawingRequest,-3.24,19
min in group clk0,drawingRequest,0.85,2
min,drawingRequest,0.35,1
max in group asynchronous,drawingRequest,0.55,1
-- layer usage --
metal / GRT usage / vias to the layer above / share of wire
met1: 0.6848 / 3633 / 0.34
met4: 0.3244 / 5 / 0.096
met5: 0.05128 / - / 0.0034
li1: - / 3539 / -
met3: 0.3159 / 334 / 0.19
met2: 0.7524 / 915 / 0.37
-- through the flow --
step / hold slack [ns] / cell area [um2] / setup TNS [ns] / cells
3_5_place_dp: 0.3509 / 7146 / -3.476 / 1147
6_report: 0.3506 / 7348 / -3.239 / 1156
4_1_cts: 0.3536 / 7247 / -3.247 / 1154
3_3_place_gp: 0.3543 / 7146 / -3.451 / 1147
5_1_grt: 0.3670 / 7346 / -3.330 / 1155
2_1_floorplan: -0.09559 / 4947 / -2.811 / 821
-- critical path: stages --
cell and delay [ns]:
clkdlybuf4s50_1 0.54, inv_1 0.10, ha_1 0.23, nand2_1 0.09, xor2_1 0.16, ha_1 0.25, ha_1 0.35, a21oi_1 0.17
o21a_1 0.20, o31ai_4 0.10, buf_6 0.13, xor2_4 0.21, buf_4 0.19, a21oi_1 0.20, a2111oi_2 0.09, or3_1 0.35
a2bb2oi_1 0.20, o221ai_1 0.13, and4_1 0.21
-- synth_stat cells, drive strengths merged, types with 7 or more instances --
cell       n  share of area
a2111oi   10          0.022
a211oi    23          0.035
a21o       8          0.012
a21oi     99           0.10
a221o      7          0.015
a221oi     7          0.014
a31oi     26          0.033
and2       7         0.0090
buf       25          0.028
clkbuf    81          0.062
ha        17          0.044
inv       22          0.017
nand2     69          0.053
nand2b    14          0.018
nand3     10          0.010
nor2      59          0.045
nor2b     16          0.020
nor3      18          0.018
nor4      10          0.013
o211ai    23          0.035
o21ai    100           0.10
o221ai    10          0.018
o22ai     20          0.026
o31ai      7          0.014
or3        7         0.0090
xnor2     12          0.022
xor2       9          0.020
-- kinds of logic after synthesis --
family	count (synthesis)	synth area share
other cells	1	0.0007675
simple gates	233	0.2300
compound gates	406	0.5444
flops	1	0.005121
xor+xnor	22	0.04635
fa+ha+maj	23	0.06607
buf+inv	128	0.1073
-- power by group --
part | switching, W | internal, W | total [W]
combinational | 0.00582 | 0.00416 | 0.00998
sequential | 0.00000344 | 0.0000571 | 0.0000605
clock | 0 | 0.0000000000762 | 0.0000000000762
total | 0.00583 | 0.00421 | 0.0100
-- timing repair --
item,in CTS,in global routing
pin swaps,15,11
setup endpoints to repair,1,1
cloned,0,0
resized,29,22
setup buffers,7,2
-- layout make-up --
class,count,area (um2)
Multi-Input combinational cell,692,4548
Fill cell,709,2023
Inverter,22,82.58
Sequential cell,1,25.02
Antenna cell,1,2.502
Tap cell,129,161.4
Timing Repair Buffer,311,2529
-- cell usage in the layout, fill, tap and decap left out, types with 7 or more instances in the layout --
cell type / n
o211ai_1: 23
conb_1: 8
nor2b_1: 16
nand2b_1: 14
nand3_1: 10
a211oi_1: 22
nor4_1: 9
a31oi_1: 26
o21ai_0: 96
o221ai_1: 10
nor2_1: 58
inv_1: 22
nor3_1: 16
nand2_1: 67
a21oi_1: 97
a21o_1: 8
buf_4: 270
clkdlybuf4s50_1: 17
xnor2_1: 9
ha_1: 11
buf_12: 11
o22ai_1: 19
xor2_1: 7
Power figures rest on the tool's default switching activity, not on a simulated workload.
