==> ./design.v <==
module	smileyBitMap	(	
					input	logic	clk,
					input	logic	resetN,
					input logic	[10:0] offsetX, 
					input logic	[10:0] offsetY,
					input	logic	InsideRectangle,  
					output	logic	drawingRequest,  
					output	logic	[7:0] RGBout,   
				   output   logic	[2:0] HitEdgeCode 
 ) ;
localparam  int OBJECT_NUMBER_OF_Y_BITS = 5;   
localparam  int OBJECT_NUMBER_OF_X_BITS = 5;   
localparam  int OBJECT_HEIGHT_Y = 1 <<  OBJECT_NUMBER_OF_Y_BITS ;
localparam  int OBJECT_WIDTH_X = 1 <<  OBJECT_NUMBER_OF_X_BITS;
 logic	[10:0] HitCodeX ; 
 logic	[10:0] HitCodeY ; 
assign HitCodeX = offsetX >> ( OBJECT_NUMBER_OF_X_BITS - 4 );	 
assign HitCodeY = offsetY >> ( OBJECT_NUMBER_OF_Y_BITS - 4 );	 	 
localparam logic [7:0] TRANSPARENT_ENCODING = 8'h00 ; 
logic [0:OBJECT_HEIGHT_Y-1] [0:OBJECT_WIDTH_X-1] [7:0] object_colors = {
	{8'h00,8'h00,8'h00,8'h00,8'h00,8'h00,8'h00,8'h00,8'h00,8'h00,8'h00,8'h00,8'h00,8'hf9,8'hf9,8'hf9,8'hf9,8'hf9,8'hf9,8'hf9,8'hf9,8'hf9,8'h00,8'h00,8'h00,8'h00,8'h00,8'h00,8'h00,8'h00,8'h00,8'h00},
	{8'h00,8'h00,8'h00,8'h00,8'h00,8'h00,8'h00,8'h00,8'h00,8'h00,8'hf9,8'hf9,8'hf9,8'hf9,8'hf9,8'hf9,8'hf9,8'hf9,8'hf9,8'hf9,8'hf9,8'hf9,8'hf9,8'hf9,8'h00,8'h00,8'h00,8'h00,8'h00,8'h00,8'h00,8'h00},
	{8'h00,8'h00,8'h00,8'h00,8'h00,8'h00,8'h00,8'h00,8'hf9,8'hf9,8'hf9,8'hf9,8'hf9,8'hf9,8'hf9,8'hf9,8'hf9,8'hf9,8'hf9,8'hf9,8'hf9,8'hf9,8'hf9,8'hf9,8'hf9,8'hf9,8'h00,8'h00,8'h00,8'h00,8'h00,8'h00},
	{8'h00,8'h00,8'h00,8'h00,8'h00,8'h00,8'h00,8'hf9,8'hf9,8'hf9,8'hf9,8'hf9,8'hf9,8'hf9,8'hf9,8'hf9,8'hf9,8'hf9,8'hf9,8'hf9,8'hf9,8'hf9,8'hf9,8'hf9,8'hf9,8'hf9,8'hf9,8'h00,8'h00,8'h00,8'h00,8'h00},
	{8'h00,8'h00,8'h00,8'h00,8'h00,8'h00,8'hf9,8'hf9,8'hf9,8'hf9,8'hf9,8'hf9,8'hf9,8'hf9,8'hf9,8'hf9,8'hf9,8'hf9,8'hf9,8'hf9,8'hf9,8'hf9,8'hf9,8'hf9,8'hf9,8'hf9,8'hf9,8'hf9,8'h00,8'h00,8'h00,8'h00},
	{8'h00,8'h00,8'h00,8'h00,8'h00,8'hf9,8'hf9,8'hf9,8'hf9,8'hf9,8'hf9,8'hf9,8'hf9,8'hf9,8'hf9,8'hf9,8'hf9,8'hb1,8'hb1,8'hf5,8'hf9,8'hf9,8'hf9,8'hf9,8'hf9,8'hf9,8'hf9,8'hf9,8'hf9,8'h00,8'h00,8'h00},
	{8'h00,8'h00,8'h00,8'h00,8'hf9,8'hf9,8'hf9,8'hf9,8'hf9,8'hf9,8'hf9,8'hf9,8'hf9,8'hf9,8'hf9,8'hf9,8'h91,8'h6d,8'h6d,8'hb1,8'hf9,8'hf9,8'hf9,8'hf9,8'hf9,8'hf9,8'hf9,8'hf9,8'hf9,8'hf9,8'h00,8'h00},
	{8'h00,8'h00,8'h00,8'hf9,8'hf9,8'hf9,8'hf9,8'hf9,8'hf9,8'hf9,8'hf9,8'hf9,8'hf9,8'hf9,8'hf9,8'hf5,8'h6d,8'h6d,8'h6d,8'h8d,8'hf5,8'hf9,8'hf9,8'hf9,8'hf9,8'hf9,8'hf9,8'hf9,8'hf9,8'hf9,8'hf9,8'h00},
	{8'h00,8'h00,8'h00,8'hf9,8'hf9,8'hf9,8'hf9,8'hf9,8'hf9,8'hf9,8'hf9,8'hf9,8'hf9,8'hf9,8'hf9,8'hf9,8'h91,8'h6d,8'h6d,8'hb1,8'hf9,8'hf9,8'hf9,8'hf9,8'hf9,8'hf9,8'hf9,8'hf9,8'hf9,8'hf9,8'hf9,8'hf9},
	{8'h00,8'h00,8'hf9,8'hf9,8'hf9,8'hf9,8'hf9,8'hf9,8'hf9,8'hf9,8'hf9,8'hf9,8'hf9,8'hf9,8'hf9,8'hf9,8'hf9,8'hd5,8'hd5,8'hf9,8'hf9,8'hf9,8'hf9,8'hf9,8'hf9,8'hf9,8'hf9,8'hf9,8'hf9,8'hf9,8'hf9,8'hfd},
	{8'h00,8'h00,8'hf9,8'hf9,8'hf9,8'hf9,8'hf9,8'hf9,8'hf9,8'hf9,8'hf9,8'hf9,8'hf9,8'hf9,8'hf9,8'hf9,8'hf9,8'hf9,8'hf9,8'hf9,8'hf9,8'hf9,8'hf9,8'hf9,8'hf9,8'hf9,8'hf9,8'hf9,8'hf9,8'hf8,8'h00,8'h00},
	{8'h00,8'hf9,8'hf9,8'hf9,8'hf9,8'hf9,8'hf9,8'hf9,8'hf9,8'hf9,8'hf9,8'hf9,8'hf9,8'hf9,8'hf9,8'hf9,8'hf9,8'hf9,8'hf9,8'hf9,8'hf9,8'hf9,8'hf9,8'hf9,8'hf9,8'hf9,8'hf9,8'hfd,8'h00,8'h00,8'h00,8'h00},
	{8'h00,8'hf9,8'hf9,8'hf9,8'hf9,8'hf9,8'hf9,8'hf9,8'hf9,8'hf9,8'hf9,8'hf9,8'hf9,8'hf9,8'hf9,8'hf9,8'hf9,8'hf9,8'hf9,8'hf9,8'hf9,8'hf9,8'hf9,8'hf9,8'hf9,8'hf8,8'h00,8'h00,8'h00,8'h00,8'h00,8'h00},
	{8'h00,8'hf9,8'hf9,8'hf9,8'hf9,8'hf9,8'hf9,8'hf9,8'hf9,8'hf9,8'hf9,8'hf9,8'hf9,8'hf9,8'hf9,8'hf9,8'hf9,8'hf9,8'hf9,8'hf9,8'hf9,8'hf9,8'hf9,8'hf9,8'h00,8'h00,8'h00,8'h00,8'h00,8'h00,8'h00,8'h00},
	{8'h00,8'hf9,8'hf9,8'hf9,8'hf9,8'hf9,8'hf9,8'hf9,8'hf9,8'hf9,8'hf9,8'hf9,8'hf9,8'hf9,8'hf9,8'hf9,8'hf9,8'hf9,8'hf9,8'hf9,8'hf9,8'hf9,8'hfc,8'h00,8'h00,8'h00,8'h00,8'h00,8'h00,8'h00,8'h00,8'h00},
	{8'h00,8'hf9,8'hf9,8'hf9,8'hf9,8'hf9,8'hf9,8'hf9,8'hf9,8'hf9,8'hf9,8'hf9,8'hf9,8'hf9,8'hf9,8'hf9,8'hf9,8'hf9,8'hf9,8'hf8,8'hf9,8'h00,8'h00,8'h00,8'h00,8'h00,8'h00,8'h00,8'h00,8'h00,8'h00,8'h00},
	{8'h00,8'hf9,8'hf9,8'hf9,8'hf9,8'hf9,8'hf9,8'hf9,8'hf9,8'hf9,8'hf9,8'hf9,8'hf9,8'hf9,8'hf9,8'hf9,8'hf9,8'hf9,8'hf9,8'hf9,8'h00,8'h00,8'h00,8'h00,8'h00,8'h00,8'h00,8'h00,8'h00,8'h00,8'h00,8'h00},
	{8'h00,8'hf9,8'hf9,8'hf9,8'hf9,8'hf9,8'hf9,8'hf9,8'hf9,8'hf9,8'hf9,8'hf9,8'hf9,8'hf9,8'hf9,8'hf9,8'hf9,8'hf9,8'hf9,8'hf9,8'hf9,8'hfd,8'h00,8'h00,8'h00,8'h00,8'h00,8'h00,8'h00,8'h00,8'h00,8'h00},
	{8'h00,8'hf9,8'hf9,8'hf9,8'hf9,8'hf9,8'hf9,8'hf9,8'hf9,8'hf9,8'hf9,8'hf9,8'hf9,8'hf9,8'hf9,8'hf9,8'hf9,8'hf9,8'hf9,8'hf9,8'hf9,8'hf9,8'hf9,8'h00,8'h00,8'h00,8'h00,8'h00,8'h00,8'h00,8'h00,8'h00},
	{8'h00,8'hf9,8'hf9,8'hf9,8'hf9,8'hf9,8'hf9,8'hf9,8'hf9,8'hf9,8'hf9,8'hf9,8'hf9,8'hf9,8'hf9,8'hf9,8'hf9,8'hf9,8'hf9,8'hf9,8'hf9,8'hf9,8'hf9,8'hf9,8'hf9,8'h00,8'h00,8'h00,8'h00,8'h00,8'h00,8'h00},
	{8'h00,8'hf8,8'hf9,8'hf9,8'hf9,8'hf9,8'hf9,8'hf9,8'hf9,8'hf9,8'hf9,8'hf9,8'hf9,8'hf9,8'hf9,8'hf9,8'hf9,8'hf9,8'hf9,8'hf9,8'hf9,8'hf9,8'hf9,8'hf9,8'hf9,8'hf9,8'hf9,8'h00,8'h00,8'h00,8'h00,8'h00},
	{8'h00,8'h00,8'hf9,8'hf9,8'hf9,8'hf9,8'hf9,8'hf9,8'hf9,8'hf9,8'hf9,8'hf9,8'hf9,8'hf9,8'hf9,8'hf9,8'hf9,8'hf9,8'hf9,8'hf9,8'hf9,8'hf9,8'hf9,8'hf9,8'hf9,8'hf9,8'hf9,8'hf9,8'hfd,8'h00,8'h00,8'h00},
	{8'h00,8'h00,8'hf9,8'hf9,8'hf9,8'hf9,8'hf9,8'hf9,8'hf9,8'hf9,8'hf9,8'hf9,8'hf9,8'hf9,8'hf9,8'hf9,8'hf9,8'hf9,8'hf9,8'hf9,8'hf9,8'hf9,8'hf9,8'hf9,8'hf9,8'hf9,8'hf9,8'hf9,8'hf9,8'hf9,8'h00,8'h00},
	{8'h00,8'h00,8'hf9,8'hf9,8'hf9,8'hf9,8'hf9,8'hf9,8'hf9,8'hf9,8'hf9,8'hf9,8'hf9,8'hf9,8'hf9,8'hf9,8'hf9,8'hf9,8'hf9,8'hf9,8'hf9,8'hf9,8'hf9,8'hf9,8'hf9,8'hf9,8'hf9,8'hf9,8'hf9,8'hf9,8'hf9,8'hfd},
	{8'h00,8'h00,8'h00,8'hf9,8'hf9,8'hf9,8'hf9,8'hf9,8'hf9,8'hf9,8'hf9,8'hf9,8'hf9,8'hf9,8'hf9,8'hf9,8'hf9,8'hf9,8'hf9,8'hf9,8'hf9,8'hf9,8'hf9,8'hf9,8'hf9,8'hf9,8'hf9,8'hf9,8'hf9,8'hf9,8'hf9,8'hfc},
	{8'h00,8'h00,8'h00,8'hf8,8'hf9,8'hf9,8'hf9,8'hf9,8'hf9,8'hf9,8'hf9,8'hf9,8'hf9,8'hf9,8'hf9,8'hf9,8'hf9,8'hf9,8'hf9,8'hf9,8'hf9,8'hf9,8'hf9,8'hf9,8'hf9,8'hf9,8'hf9,8'hf9,8'hf9,8'hf9,8'hf8,8'h00},
	{8'h00,8'h00,8'h00,8'h00,8'hf9,8'hf9,8'hf9,8'hf9,8'hf9,8'hf9,8'hf9,8'hf9,8'hf9,8'hf9,8'hf9,8'hf9,8'hf9,8'hf9,8'hf9,8'hf9,8'hf9,8'hf9,8'hf9,8'hf9,8'hf9,8'hf9,8'hf9,8'hf9,8'hf9,8'hf9,8'h00,8'h00},
	{8'h00,8'h00,8'h00,8'h00,8'h00,8'hf9,8'hf9,8'hf9,8'hf9,8'hf9,8'hf9,8'hf9,8'hf9,8'hf9,8'hf9,8'hf9,8'hf9,8'hf9,8'hf9,8'hf9,8'hf9,8'hf9,8'hf9,8'hf9,8'hf9,8'hf9,8'hf9,8'hf9,8'hf9,8'h00,8'h00,8'h00},
	{8'h00,8'h00,8'h00,8'h00,8'h00,8'h00,8'hf9,8'hf9,8'hf9,8'hf9,8'hf9,8'hf9,8'hf9,8'hf9,8'hf9,8'hf9,8'hf9,8'hf9,8'hf9,8'hf9,8'hf9,8'hf9,8'hf9,8'hf9,8'hf9,8'hf9,8'hf9,8'hf9,8'h00,8'h00,8'h00,8'h00},
	{8'h00,8'h00,8'h00,8'h00,8'h00,8'h00,8'h00,8'hfd,8'hf9,8'hf9,8'hf9,8'hf9,8'hf9,8'hf9,8'hf9,8'hf9,8'hf9,8'hf9,8'hf9,8'hf9,8'hf9,8'hf9,8'hf9,8'hf9,8'hf9,8'hf9,8'hf4,8'h00,8'h00,8'h00,8'h00,8'h00},
	{8'h00,8'h00,8'h00,8'h00,8'h00,8'h00,8'h00,8'h00,8'h00,8'hfd,8'hf9,8'hf9,8'hf9,8'hf9,8'hf9,8'hf9,8'hf9,8'hf9,8'hf9,8'hf9,8'hf9,8'hf9,8'hf9,8'hf9,8'hf9,8'hf1,8'h00,8'h00,8'h00,8'h00,8'h00,8'h00},
	{8'h00,8'h00,8'h00,8'h00,8'h00,8'h00,8'h00,8'h00,8'h00,8'h00,8'hfc,8'hfd,8'hf9,8'hf9,8'hf9,8'hf9,8'hf9,8'hf9,8'hf9,8'hf9,8'hf9,8'hf9,8'hfd,8'hfc,8'h00,8'h00,8'h00,8'h00,8'h00,8'h00,8'h00,8'h00}
	};
logic [0:15] [0:15] [2:0] hit_colors = 
		  {48'o4433333333333344,     
			48'o4443333333333444,    
			48'o1444333333334442, 
			48'o1144433333344422,
			48'o1114443333444222,
			48'o1111444334442222,
			48'o1111144444422222,
			48'o1111114444222222,
			48'o1111114444222222,
			48'o1111144444422222,
			48'o1111444004442222,
			48'o1114440000444222,
			48'o1144400000044422,
			48'o1444000000004442,
			48'o4440000000000444,
			48'o4400000000000044};
always_ff@(posedge clk or negedge resetN)
begin
	if(!resetN) begin
		RGBout <=	8'h00;
		HitEdgeCode <= 3'h0;
	end
	else begin
		RGBout <= TRANSPARENT_ENCODING ;  
		HitEdgeCode <= 3'h0;
		if (InsideRectangle == 1'b1 ) 
		begin  
			RGBout <= object_colors[OBJECT_HEIGHT_Y - 1][offsetX];  
			HitEdgeCode <= hit_colors[HitCodeY][HitCodeX];	 
		end  	
	end
end
assign drawingRequest = (RGBout != TRANSPARENT_ENCODING ) ? 1'b1 : 1'b0 ;  
endmodule
==> ./run.sh <==
#!/bin/bash
# OpenROAD 26Q1-2900-gdf79404cd8, Yosys 0.63+post, stock flow scripts
make -C /OpenROAD-flow-scripts/flow DESIGN_CONFIG=/design/flow/config.mk WORK_HOME=/design/flow/orfs finish
==> ./config.mk <==
export PLATFORM = sky130hd
export DESIGN_NAME = smileyBitMap
export DESIGN_NICKNAME = smileyBitMap
export VERILOG_FILES = /design/flow/design.v
export SDC_FILE = /design/flow/constraint.sdc
export NUM_CORES = 4
export LEC_CHECK = 1
export CORE_UTILIZATION = 30
==> ./constraint.sdc <==
current_design smileyBitMap

set clk_period 1.2
set clk_io_pct 0.2

create_clock -name clk0 -period $clk_period [get_ports {clk}]

set non_clock_inputs [all_inputs -no_clocks]
set_input_delay [expr $clk_period * $clk_io_pct] -clock clk0 $non_clock_inputs
set_output_delay [expr $clk_period * $clk_io_pct] -clock clk0 [all_outputs]
==> results.yml <==
# generated from flow reports
global_route:
  antenna_found_initial: 0
  grt_max_degree: 35
  grt-ovfl-total: 0
  grt_use_total_pct: 29.9
  grt_pass1_wl_mm: 37.2
  grt_pass1_vias: 6732
synth:
  top_cell: "a21oi_1"
  synth.top_cells.by_count: "a21oi_1 (101), o21ai_0 (84), nor2_1 (68)"
  synth-area-yosys_mm2: 0.00477
  synthArstFlopShare_pct: 100
  ys_ff: 10
  edf_count: 0
  ys.flop_type: "dfrtp_1"
  yosysUniqueCellTypes: 71
  yosysWarnings: 1
  area_leaders: "a21oi_1 (11%), o21ai_0 (8.8%), ha_1 (8.7%)"
  syn_area_mm2: 0.00477
  top_area_cell: "a21oi_1"
  avgSynthCellArea_um2: 6.30
  synth_top_area_share_pct: 10.6
  syn_inst: 757
  ys_seq_share_pct: 5.25
  ys_cells: 757
finish:
  areaGrowthSynthToFinish_pct: 72.0
  drive_gt1_share_pct: 41.7
setup_path:
  crit_type: "input port to flop"
  end_kind: "flop"
  crit_required_ps: 1330
  crit_slowest_cell: "fa_2"
  path_cells: "buf_8 > clkinv_8 > ha_4 > ha_4 > fa_2 > a21o_1 > a21oi_2 > o21ai_2 > a21oi_2 > o21bai_1 > a21oi_2 > xnor2_1 > ha_1 > nor2b_1 > a311oi_4 > buf_4 > xnor3_2 > nand3_2 > a211oi_2 > nor3_2 > a311oi_2"
  critical_path_arrival_ps: 3890
  crit_fanout: 5
  cp-start-kind: "input port"
  critPathMaxStageDelay_ps: 360
  path_common_cell: "a21oi_2"
flow_run:
  cap_violations: 0
  tool_warnings: 33
power:
  p_sw_share_pct: 50.3
  p_clk_share_pct: 4.1
  cellLeakagePower_uw: 0.00353
  irDropWorstVdd_mv: 0.894
  powerDensity_mw_per_mm2: 1990
  p_comb_share_pct: 93.6
  p_seq_share_pct: 2.3
  p_int_uw: 8120
  p_switching_uw: 8220
clock_tree:
  cts_made_buffers: 3
  cts.path.max_buffers: 2
  cts.sinks: 10
  ctsHoldBuffers: 0
  clk_pin_slew_ps: 40
  cts_tree: "yes"
  cts.htree.levels: 1
  clockRootBuffer: "clkbuf_16"
route:
  vias_per_cell: 6.00
  final_antenna_net_count: 0
  drt_wl_total_mm: 24.6
  drt-initial-drc-count: 846
  vias: 7262
  dr.pass1.iters: 6
  route.detailed.drc: 0
  antennaDiodeCount: 0
  post_drt_wl_per_cell_um: 20.3
outcome:
  violations: "setup timing"
  status: "finished with violations"
placement:
  gp_congestion: 1.07
  port_buffers: 32
  dp_hpwl_mm: 17.8
floorplan:
  io_pins: 37
  core_mm2: 0.0154
  floorplan.core_util_pct: 31.0
  die_h_um: 128
  chipWidth_um: 128
  dieArea_mm2: 0.0164
  fp-row-count: 45
min_path:
  hold_path_class: "input port to async pin"
timing:
  tightest_slew_ps: 638
  slew_violations: 0
  fin_ws_ps: -2560
  tns_ps: -11000
  grt_setup_unrepaired: "true"
  finalHoldViolCount: 0
  fin_hold_ws_ps: 296
  slew_headroom_pct: 57.2
  fmax_mhz: 266
  fin_crit_ps: 3760
  finalCritPeriodShare_pct: 313
  setup_viol: 11
per-layer routing:
| layer | track usage (%) | vias up | wire, um |
|---|---|---|---|
| met3 | 9.10 | 89 | 3280 |
| met1 | 43.9 | 3351 | 10500 |
| met2 | 41.5 | 484 | 9780 |
| met4 | 9.55 | 0 | 1000 |
| met5 | 0 | - | 0 |
| li1 | - | 3338 | - |
power by group through the flow:
stage                 Clock (uW)  Sequential [uW]  Combinational [uW]
after global routing         685              378               16200
after CTS                    666              375               14100
final                        663              375               15300
metrics by stage:
step	cell area [um^2]	std cells	power (uW)	utilization [%]	setup slack [ps]
floorplan	5030	757	7220	-	-2700
global placement	7180	1180	13100	46.7	-3560
detailed placement	7180	1180	13000	46.7	-3520
CTS	7810	1203	15100	50.8	-2560
global route	8200	1210	17200	53.3	-2680
finish	8200	1210	16300	53.3	-2560
how the worst max path moves through the flow:
stage,start,endpoint,depth (start not counted)
4_1_cts,offsetX[3],HitEdgeCode[2],20
5_1_grt,offsetX[3],HitEdgeCode[0],22
6_report,offsetX[3],HitEdgeCode[2],21
flip-flops by register name, indices dropped and copies added, names as in the netlist:
| name | count |
|---|---|
| HitEdgeCode | 3 |
| RGBout | 7 |
cells in the final DEF (no fill, tap or decap), types with 9 or more instances in the layout:
master           Yosys  final
nand3_1             19     15
nor2_1              68     60
xnor2_1             25     20
buf_6                1     12
buf_4                1    254
o22ai_1             16     14
a31oi_1             14     14
a21oi_2              0     18
ha_4                 0      9
a21o_1               9      9
a21oi_1            101     80
dlygate4sd2_1        0      9
ha_1                33     22
o221ai_1            12     11
clkdlybuf4s50_1      0     10
dfrtp_1             10     10
buf_12               0     10
nor3_1              20     15
o21ai_0             84     63
o211ai_1            12     12
xor2_1              13     11
inv_1               21     15
a211oi_1            14      9
nand2_1             67     65
nand2b_1            13     10
o21ai_1              1     16
nor2b_1             14      9
final cells by class:
class	instances	area (um^2)
timing repair buffer	312	2680
tap	211	264
fill	1402	7170
multi-input combinational	651	4810
inverter	22	108
sequential	10	250
clock buffer	4	88.8
worst max-delay path, delay by kind of cell:
| kind | cells | cell delay [ps] |
|---|---|---|
| adder cells (fa/ha/maj) | 4 | 1020 |
| AND/OR/NAND/NOR | 3 | 360 |
| buffers and inverters | 3 | 300 |
| AND-OR/OR-AND | 9 | 1580 |
| XOR/XNOR | 2 | 380 |
cell families after synthesis:
family	after synthesis	synth area share (%)
adder cells (fa/ha/maj)	36	9.92
buffers and inverters	97	8.53
AND/OR/NAND/NOR	232	22.9
other	1	0.0787
multiplexers	4	0.840
flip-flops	10	5.25
XOR/XNOR	40	7.82
AND-OR/OR-AND	337	44.7
what timing repair did:
action,4_1_cts,5_1_grt
gates resized,136,70
pin swaps,64,40
setup buffers,17,7
gates cloned,4,1
setup endpoints to repair,21,11
Power is estimated from default activity; no workload was simulated.
